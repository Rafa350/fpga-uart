[./design.v]
module UART_Baud
(
    input logic i_clock,
    input logic i_reset,
    output logic o_txce,
    output logic o_rxce);
    parameter SYS_CLOCK_MAX = 5000000;
    parameter RX_ACC_MAX = SYS_CLOCK_MAX / (115200 * 16);
    parameter TX_ACC_MAX = SYS_CLOCK_MAX / 115200;
    parameter RX_ACC_WIDTH = $clog2(RX_ACC_MAX);
    parameter TX_ACC_WIDTH = $clog2(TX_ACC_MAX);
    logic [RX_ACC_WIDTH-1:0] rx_acc = 0;
    logic [TX_ACC_WIDTH-1:0] tx_acc = 0;
    assign o_rxce = !i_reset & rx_acc == 0;
    assign o_txce = !i_reset & tx_acc == 0;
    always_ff @(posedge i_clock) begin
        if (i_reset | (rx_acc == RX_ACC_MAX[RX_ACC_WIDTH-1:0]))
            rx_acc <= 0;
        else
            rx_acc <= rx_acc + {{RX_ACC_WIDTH-1{1'b0}}, 1'b1};
        if (i_reset | (tx_acc == TX_ACC_MAX[TX_ACC_WIDTH-1:0]))
            tx_acc <= 0;
        else
            tx_acc <= tx_acc + {{TX_ACC_WIDTH-1{1'b0}}, 1'b1};
    end
endmodule
[./run.sh]
#!/bin/bash
# OpenROAD 26Q1-2900-gdf79404cd8, Yosys 0.63+post, stock flow scripts
make -C /OpenROAD-flow-scripts/flow DESIGN_CONFIG=/design/flow/config.mk WORK_HOME=/design/flow/orfs finish
[./config.mk]
export PLATFORM = sky130hd
export DESIGN_NAME = UART_Baud
export DESIGN_NICKNAME = UART_Baud
export VERILOG_FILES = /design/flow/design.v
export SDC_FILE = /design/flow/constraint.sdc
export NUM_CORES = 4
export LEC_CHECK = 1
export CORE_AREA = 10 10 70 70
export DIE_AREA = 0 0 80 80
[./constraint.sdc]
current_design UART_Baud

set clk_period 1.8
set clk_io_pct 0.2

create_clock -name clk0 -period $clk_period [get_ports {i_clock}]

set non_clock_inputs [all_inputs -no_clocks]
set_input_delay [expr $clk_period * $clk_io_pct] -clock clk0 $non_clock_inputs
set_output_delay [expr $clk_period * $clk_io_pct] -clock clk0 [all_outputs]
==> insert_results.sql <==
-- flow metrics import
INSERT INTO impl_metrics (metric_group, metric, value, unit) VALUES
('global_route', 'grt_antenna_before_repair', '0', ''),
('worst_setup_path', 'crit_required', '1.44', 'ns'),
('sta', 'post-route-min-period', '1.65', 'ns'),
('worst_setup_path', 'setup.worst_path.start_class', 'primary input', ''),
('cells_and_area', 'syn2layout_area_growth', '40.9', '%'),
('die', 'cell_rows', '21', ''),
('worst_setup_path', 'worst-endpoint-arrival', '1.29', 'ns'),
('synth', 'yosys_warnings', '1', ''),
('worst_setup_path', 'cell_at_the_slowest_stage_of_the_critical_path', 'sky130_fd_sc_hd__clkdlybuf4s50_1', ''),
('flow_run', 'total_number_of_warnings_across_the_stage_logs', '26', ''),
('die', 'die.size.y', '80', 'µm'),
('global_route', 'grt_start_max_net_pins', '6', ''),
('synth', 'yosys_register_bits', '7', ''),
('die', 'fp.dieArea', '6400', 'µm²'),
('clock_tree', 'numCtsBuffers', '3', ''),
('route', 'post_drt_via_cell_ratio', '2.56', ''),
('route', 'drt_drc_violations_left', '0', ''),
('worst_hold_path', 'min_path_type', 'flop to flop', ''),
('worst_setup_path', 'crit_fanout', '3', ''),
('global_route', 'grt_overflow', '0', ''),
('synth', 'cell_variety_after_synth', '16', ''),
('route', 'routed_wirelength', '509', 'µm'),
('sta', 'setup_ws', '0.154', 'ns'),
('global_route', 'global_route.usage.total', '0.0186', ''),
('pwr', 'clk_network_pwr_share', '0.421', ''),
('pwr', 'intPower', '0.263', 'mW'),
('cells_and_area', 'fin_util', '0.120', ''),
('clock_tree', 'cts_setup_buffers', '0', ''),
('clock_tree', 'path_clk_slew', '0.05', 'ns'),
('cells_and_area', 'fill_cells', '407', ''),
('global_route', 'gr-usage-met3', '0.0182', ''),
('global_route', 'met1_usage', '0.0208', ''),
('route', 'drtIter0Drc', '8', ''),
('pwr', 'p_per_area', '838', 'nW/µm²'),
('global_route', 'grtUsageMet2', '0.0257', ''),
('sta', 'fin_tns_setup', '0', 'ns'),
('placement', 'detailedPlace.worstSlack', '-0.170', 'ns'),
('cells_and_area', 'final_cells', '86', ''),
('clock_tree', 'clock_tree.root_cell', 'sky130_fd_sc_hd__clkbuf_4', ''),
('synth', 'synth-area-yosys', '290', 'µm²'),
('global_route', 'grt_pass1_vias', '215', ''),
('global_route', 'top_usage_layer', 'met2', ''),
('flow_run', 'maxCapViolations', '0', ''),
('placement', 'total_of_buffers_placed_on_input_and_output_ports', '3', ''),
('sta', 'rsz0062_at_grt', 'no', ''),
('die', 'core-area', '3420', 'µm²'),
('pwr', 'vdd_drop_max', '0.239', 'mV'),
('route', 'detail_route.first_pass.iterations', '2', ''),
('run_status', 'outcome', 'complete, no violations', ''),
('route', 'num_antenna_cells', '0', ''),
('pwr', 'power_frac_seq', '0.492', ''),
('placement', 'routabilityCongestion', '0.684', ''),
('synth', 'postSynthSeqShare', '0.483', ''),
('sta', 'setup_viol', '0', ''),
('route', 'route.vias.total', '220', ''),
('cells_and_area', 'post_route_cells_drive_above_1_share', '0.125', ''),
('synth', 'count_of_instantiated_cells_in_the_yosys_netlist', '32', ''),
('clock_tree', 'ctsLongestPathBuffers', '2', ''),
('route', 'routedWlPerCell', '5.92', 'µm'),
('clock_tree', 'postCtsResizedCells', '2', ''),
('placement', 'numPlacedInstances', '82', ''),
('sta', 'drv_slew', '0', ''),
('sta', 'fmax', '0.608', 'GHz'),
('die', 'top_level_i_o_count', '4', ''),
('pwr', 'report.power.total', '0.343', 'mW'),
('pwr', 'p_leak', '0.157', 'nW'),
('global_route', 'grt_first_pass_wirelength', '924', 'µm'),
('worst_setup_path', 'worst_setup_path_end_kind', 'output pin', ''),
('pwr', 'pwr-share-comb', '0.087', ''),
('clock_tree', 'clk_latency', '0.25', 'ns'),
('sta', 'skew', '0.000993', 'ns');
==> synthesized netlist by cell type (all sizes together) <==
library cell	instances	area, µm²
a41o	1	10.0
a21oi	1	5.00
xor2	2	17.5
nor3	1	5.00
nor2	7	26.3
xnor2	1	8.76
nand2	1	3.75
or3	1	6.26
inv	3	11.3
dfxtp	7	140
o21ai	1	5.00
ha	2	25.0
nand3b	1	7.51
conb	1	3.75
nand3	2	15.0
==> state kept, by name, summed over array words and instances, names as in the netlist <==
| name | count |
|---|---|
| tx_acc | 6 |
| rx_acc | 1 |
==> cells in the final DEF (no fill, tap or decap) <==
master and instances:
sky130_fd_sc_hd__nor2_1 7, sky130_fd_sc_hd__buf_4 1, sky130_fd_sc_hd__dfxtp_1 7, sky130_fd_sc_hd__o21ai_0 1, sky130_fd_sc_hd__conb_1 1, sky130_fd_sc_hd__a41o_1 1, sky130_fd_sc_hd__inv_1 3, sky130_fd_sc_hd__nand3b_1 1
sky130_fd_sc_hd__clkbuf_4 3, sky130_fd_sc_hd__ha_1 2, sky130_fd_sc_hd__nand3_2 1, sky130_fd_sc_hd__xor2_1 2, sky130_fd_sc_hd__clkdlybuf4s50_1 1, sky130_fd_sc_hd__or3_1 1, sky130_fd_sc_hd__xnor2_1 1, sky130_fd_sc_hd__nand2_1 1
sky130_fd_sc_hd__clkbuf_1 1, sky130_fd_sc_hd__dlygate4sd2_1 2, sky130_fd_sc_hd__nand3_1 1, sky130_fd_sc_hd__nor3_1 1, sky130_fd_sc_hd__a21oi_1 1
==> final timing paths <==
kind	start	end	slack (ns)	depth (start not counted)
max reg2reg	tx_acc[0]	tx_acc[5]	0.73	3
max	i_reset	o_rxce	0.15	4
min	tx_acc[0]	tx_acc[0]	0.49	1
min reg2reg	tx_acc[0]	tx_acc[0]	0.49	1
==> worst max-delay path: cells and delay by family <==
kind	cells	cell delay, ns
buf+inv	3	0.86
simple gates	1	0.07
==> power by group through the flow <==
stage         Sequential (mW)  Clock [mW]  Combinational, mW
finish                  0.169       0.144             0.0299
global route            0.170       0.160             0.0353
CTS                     0.169       0.151             0.0303
==> logic make-up after synthesis <==
logic type                 share of synthesized area
AOI/OAI and AO/OA                             0.0689
xor gates and xnor gates                      0.0905
adders and majority gates                     0.0862
buffers and inverters                         0.0388
DFF                                            0.483
other                                         0.0129
and+or+nand+nor                                0.220
==> per-stage QoR <==
| step | hold WS (ns) | instance area, µm² |
|---|---|---|
| 2_1_floorplan | 0.432 | 290 |
| 3_3_place_gp | 0.450 | 385 |
| 3_5_place_dp | 0.469 | 385 |
| 4_1_cts | 0.480 | 409 |
| 5_1_grt | 0.513 | 409 |
| 6_report | 0.487 | 409 |
==> final cells by class <==
type | instances | area (µm²) | area share
Timing Repair Buffer | 4 | 35.0 | 0.0856
Sequential cell | 7 | 140 | 0.343
Multi-Input combinational cell | 22 | 139 | 0.339
Inverter | 3 | 11.3 | 0.0275
Tap cell | 46 | 57.6 | 0.141
Clock buffer | 4 | 26.3 | 0.0642
==> metal layers <==
layer  part of all wire  vias up
met1               0.45       98
met3               0.12        0
met5                  0        -
met2               0.43        5
li1                   -      117
met4                  0        0
Power is estimated from default activity; no workload was simulated.
